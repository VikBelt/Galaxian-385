`flow/config.mk`:
```
export PLATFORM = sky130hd
export DESIGN_NAME = player
export DESIGN_NICKNAME = player
export VERILOG_FILES = /design/flow/design.v
export SDC_FILE = /design/flow/constraint.sdc
export NUM_CORES = 4
export LEC_CHECK = 1
export CORE_AREA = 10 10 94 94
export DIE_AREA = 0 0 104 104
```
`flow/constraint.sdc`:
```
current_design player

set clk_period 4.8
set clk_io_pct 0.2

create_clock -name clk0 -period $clk_period [get_ports {frame_clk}]

set non_clock_inputs [all_inputs -no_clocks]
set_input_delay [expr $clk_period * $clk_io_pct] -clock clk0 $non_clock_inputs
set_output_delay [expr $clk_period * $clk_io_pct] -clock clk0 [all_outputs]
```
`flow/design.v`:
```
module  player ( input Reset, frame_clk,
					input [7:0] keycode,
               output [9:0]  BallX, BallY, BallS );
    logic [9:0] Ball_X_Pos, Ball_X_Motion, Ball_Y_Pos, Ball_Y_Motion, Ball_Size;
    parameter [9:0] Ball_X_Center=320;   
    parameter [9:0] Ball_Y_Center=240;   
    parameter [9:0] Ball_X_Min=0;        
    parameter [9:0] Ball_X_Max=639;      
    parameter [9:0] Ball_Y_Min=0;        
    parameter [9:0] Ball_Y_Max=479;      
    parameter [9:0] Ball_X_Step=4;       
    parameter [9:0] Ball_Y_Step=0;       
	 parameter [9:0] Player_Start_Y  = 440;
    assign Ball_Size = 40;   
    always_ff @ (posedge Reset or posedge frame_clk )
    begin: Move_Ball
        if (Reset)   
        begin 
				Ball_X_Motion <= 10'd0;  
				Ball_Y_Pos <= Player_Start_Y;
				Ball_X_Pos <= Ball_X_Center;
        end
        else 
        begin 
				 if ( (Ball_X_Pos + Ball_Size) >= Ball_X_Max )   
					  Ball_X_Motion <= (~ (Ball_X_Step) + 1'b1);   
				 else if ( (Ball_X_Pos - Ball_Size) <= Ball_X_Min )   
					  Ball_X_Motion <= Ball_X_Step;
				 else 
					  Ball_Y_Motion <= Ball_Y_Motion;   
				 case (keycode)
					8'h04 : begin
								Ball_X_Motion <= -1; 
								Ball_Y_Motion<= 0;
							  end
					8'h50 : begin
								Ball_X_Motion <= -1; 
								Ball_Y_Motion<= 0;
							  end    
					8'h07 : begin
					        Ball_X_Motion <= 1; 
							  Ball_Y_Motion <= 0;
							  end  
					8'h4f : begin
					        Ball_X_Motion <= 1; 
							  Ball_Y_Motion <= 0;
							  end  
					default: 
					begin
						Ball_X_Motion <= 0;
						Ball_Y_Motion <= 0;
					end
			   endcase
				 Ball_Y_Pos <= (Ball_Y_Pos + Ball_Y_Motion);   
				 Ball_X_Pos <= (Ball_X_Pos + Ball_X_Motion);
		end  
    end
    assign BallX = Ball_X_Pos;
    assign BallY = Ball_Y_Pos;
    assign BallS = Ball_Size;
endmodule
```
`flow/run.sh`:
```
#!/bin/bash
# OpenROAD 26Q1-2900-gdf79404cd8, Yosys 0.63+post, stock flow scripts
make -C /OpenROAD-flow-scripts/flow DESIGN_CONFIG=/design/flow/config.mk WORK_HOME=/design/flow/orfs finish
```
==> out/summary.txt <==
Outcome -> finished, final reports clean
Top Metal Used -> met4
FP Util -> 13.3%
Delay-heaviest family, CP -> flip-flops
CP Data Arrival Time -> 1.22 ns
Yosys warning tally -> 1
Crit Reg-Reg Startpoint -> Ball_X_Motion[8]
Post-DP HPWL -> 1.64 mm
# port buffers -> 19
Fin. Hold Viols -> 0
Comb gate area -> 494 um^2
Clock network power share -> 24.2%
Antenna-violating nets left -> 0
Core ar. -> 0.00683 mm^2
Via density -> 2.99
Reg2reg setup slack -> 2.92 ns
Number of global-route vias before repair -> 744
Final Wtd Congestion -> 0.816
Chip height -> 104 um
Max incr delay on CP -> 0.53 ns
Max IR drop VDD -> 0.104 mV
Fmax achieved -> 458 MHz
# clock sinks -> 12
Seq share, synth -> 33.4%
Critical path data required time -> 3.84 ns
Min-delay worst type -> flip-flop to flip-flop
Worst skew pair latency -> 0.24 ns
Tool Warnings -> 25
Routed len/inst -> 9.10 um
Seq cells post-synth -> 12
Die X -> 104 um
Part of the power in registers -> 36.8%
Final setup viols -> 0
CTS Hold Buffers Added -> 0
Antenna violations before repair -> 0
Worst setup path start -> Ball_X_Pos[6]
Max cap viols -> 0
Commonest Layout Cell -> conb_1
Syn avg cell area -> 9.44 um^2
Slew Viols, Final -> 0
Critical-path top delay cell -> dfstp_2
CP Launch Type -> flip-flop
R2R cell count -> 5
Clk_skew -> 0.00189 ns
Design area -> 0.00119 mm^2
Int Pwr -> 327 uW
Synth Flop Type -> dfrtp_1
Met3 routed WL -> 145 um
CP Cell Sequence -> clkdlybuf4s50_1
Worst setup path class -> flip-flop to output pin
Ys async rst share -> 100%
Fillers -> 796
WP buf/inv -> 1
Yosys cell count -> 96
Mapped Area -> 906 um^2
Top cells excl fill/tap -> conb_1, clkdlybuf4s50_1, dfrtp_1, ha_1, xnor2_1
P&R area growth vs syn -> 31.2%
Initial DRC count -> 31
Boundary Pins -> 40
H-tree depth -> 1
Yosys stat area -> 906 um^2
Post-Syn Instances -> 96
Crit share post-route -> 45.5%
Post-synth EDFFs -> 0
Combinational share of power -> 39.1%
Max clock buf depth -> 2
Root Driver -> clkbuf_8
RSZ-0062 raised after global routing -> false
Pin count of the biggest net entering global routing -> 13
Met1 Routed Length -> 921 um
Pre-antenna DRT Iters -> 4
Minimum clock period -> 2.18 ns
GR Overflow Total -> 0
DRC viols -> 0
R2r endpoint -> Ball_X_Pos[8]
Drt total wl -> 1.94 mm
Lkg Pwr -> 0.000547 uW
Switching power -> 128 uW
Reg clk slew, reported paths -> 0.05 ns
Post-CTS Resized -> 0
Via Count -> 636
Share of layout cells above drive strength 1 -> 6.84%
FF+latch area -> 303 um^2
Total CTS buffers -> 3
CTS tree -> built
GRT Util Overall -> 3.47%
Sw Share -> 28.1%
Detailed route wirelength on metal2 -> 825 um
CP Capture Type -> output pin
Setup_tns -> 0 ns
Pwr dens -> 383 mW/mm^2
Row cnt -> 30
DP Area -> 0.00113 mm^2
Number of buffers inserted by post-CTS setup repair -> 0
Chip area -> 0.0108 mm^2
Worst setup path end -> BallX[6]
CP max FO -> 2
Global-route wire length before repair -> 3.23 mm
Fin util -> 17.4%
Netlist cell types -> 25
Levels on crit path -> 1
Ant diodes -> 0
Yosys cell counts (all sizes together), types with 4 or more instances:
cell type / number / share of area (%)
ha: 9 / 12
inv: 7 / 2.9
nand3: 5 / 2.8
nor2: 6 / 2.5
a21oi: 4 / 2.2
dfrtp: 10 / 28
buf: 20 / 17
xnor2: 8 / 7.7
nand2: 4 / 1.7
flip-flops by register name (all words and copies together), names as in the netlist:
signal	cells
Ball_X_Motion	2
Ball_X_Pos	10
how the worst min path moves through the flow:
stage	from	end	slack [ns]	cells after the start
after CTS	Ball_X_Motion[0]	Ball_X_Pos[0]	0.47	1
after global routing	Ball_X_Motion[0]	Ball_X_Pos[0]	0.49	1
final	Ball_X_Motion[0]	Ball_X_Pos[0]	0.46	1
area by class of cell:
class	count	area share, %
multi-input cells	75	41.6
repair buffers	19	16.0
clock buffers	4	4.63
well taps	96	10.1
flip-flops and latches	12	25.5
inverters	7	2.21
metrics by stage:
stage	setup WS [ns]	std cells	power [uW]	hold WS, ns
6_report	2.62	213	455	0.462
5_1_grt	2.57	213	496	0.487
4_1_cts	2.60	213	469	0.467
3_5_place_dp	2.66	209	354	0.454
3_3_place_gp	2.68	209	351	0.457
2_1_floorplan	3.10	114	255	0.443
power by group through the flow:
stage | combinational [uW] | clock [uW] | sequential [uW]
5_1_grt | 204 | 120 | 172
6_report | 178 | 110 | 167
4_1_cts | 185 | 115 | 169
routing by layer:
layer / up-vias / GRT usage, %
met4: 0 / 0.696
met5: - / 0
met2: 30 / 5.68
met3: 2 / 1.38
li1: 325 / -
met1: 279 / 4.22
kinds of logic after synthesis:
| family | synth area share (%) |
|---|---|
| AND-OR/OR-AND | 11.7 |
| XOR/XNOR | 9.67 |
| adder cells (fa/ha/maj) | 14.6 |
| buffers and inverters | 19.5 |
| flip-flops | 33.4 |
| other | 0.829 |
| AND/OR/NAND/NOR | 10.2 |
worst reg2reg max path, cell delays in order (launching register included):
cell	delay, ns
dfrtp_1	0.57
ha_1	0.38
a21o_1	0.22
a21o_1	0.20
a221oi_2	0.29
xnor2_1	0.15
Power figures rest on the tool's default switching activity, not on a simulated workload.
