==> /design/flow/design.v <==
module missile ( 
	input Reset, 
	frame_clk, 
	input [7:0] keycode, 
	input [9:0] BallX,
	input  [9:0] Alien1X, Alien1Y, Alien1S,
	input [9:0] Alien2X,Alien2Y,Alien2S,
	input [9:0] Alien3X,Alien3Y,Alien3S,
	input [9:0] Alien4X,Alien4Y,Alien4S,
	input [9:0] Alien5X,Alien5Y,Alien5S,
	input [9:0] Alien6X,Alien6Y,Alien6S,
	input [9:0] Alien7X,Alien7Y,Alien7S,
	input [9:0] Alien8X,Alien8Y,Alien8S,
   input [9:0] Alien9X,Alien9Y,Alien9S,
	input [9:0] Alien10X,Alien10Y,Alien10S,
	input [9:0] Alien11X,Alien11Y,Alien11S,
	input [9:0] Alien12X,Alien12Y,Alien12S,
   output [9:0]  MissileX, MissileY, MissileS, 
	output visible 
);
    logic [9:0] Ball_X_Pos, Ball_X_Motion, Ball_Y_Pos, Ball_Y_Motion, Ball_Size;
    parameter [9:0] Ball_X_St = 337;   
    parameter [9:0] Ball_Y_St = 434;   
    parameter [9:0] Ball_X_Min=0;        
    parameter [9:0] Ball_X_Max=639;      
    parameter [9:0] Ball_Y_Min=0;        
    parameter [9:0] Ball_Y_Max=479;      
    parameter [9:0] Ball_X_Step=0;       
    parameter [9:0] Ball_Y_Step=0;       
	 parameter [9:0] MissileWidth = 3;
	 parameter [9:0] MissileHeight = 6;
	 parameter [9:0] Alien_Size = 25;
    assign Ball_Size = 3;   
	 assign visible = fired;
	 logic fired; 
	 logic alien1_hit, alien2_hit, alien3_hit, alien4_hit, alien5_hit, alien6_hit, alien7_hit, alien8_hit, alien9_hit, alien10_hit, alien11_hit, alien12_hit;
    always_ff @ (posedge Reset or posedge frame_clk )
    begin: Move_Ball
        if (Reset)   
        begin 
				Ball_X_Motion <= 10'd0;  
				Ball_Y_Pos <= Ball_Y_St;
				Ball_X_Pos <= Ball_X_St;
				fired <= 0;
				alien1_hit <= 0;
				alien2_hit <= 0;
				alien3_hit <= 0;
				alien4_hit <= 0;
				alien5_hit <= 0;
				alien6_hit <= 0;
				alien7_hit <= 0;
				alien8_hit <= 0;
				alien9_hit <= 0;
				alien10_hit <= 0;
				alien11_hit <= 0;
				alien12_hit <= 0;
        end
		  else if (((Ball_Y_Pos - Ball_Size) <= 6) && (fired ==1))
		  begin
				fired <= 0;
				Ball_Y_Pos <= Ball_Y_St;
				Ball_X_Pos <= BallX+17;
				Ball_Y_Motion <= 0;
		  end
		  else if ( ((MissileX + MissileWidth > Alien1X) && (MissileX < Alien1X + Alien_Size)
							&& (MissileY + MissileHeight > Alien1Y) && (MissileY < Alien1Y + Alien_Size)) && (alien1_hit==0))
		  begin 
				fired <= 0;
				Ball_Y_Pos <= Ball_Y_St;
				Ball_X_Pos <= BallX+17;
				Ball_Y_Motion <= 0;	
				alien1_hit<=1;			
		  end
		  else if (((MissileX + MissileWidth > Alien2X) && (MissileX < Alien2X + Alien_Size)
							&& (MissileY + MissileHeight > Alien2Y) && (MissileY < Alien2Y + Alien_Size)) && (alien2_hit==0))
		  begin
				fired <= 0;
				Ball_Y_Pos <= Ball_Y_St;
				Ball_X_Pos <= BallX+17;
				Ball_Y_Motion <= 0;	
				alien2_hit<=1;		
		  end
		  else if (((MissileX + MissileWidth > Alien3X) && (MissileX < Alien3X + Alien_Size)
							&& (MissileY + MissileHeight > Alien3Y) && (MissileY < Alien3Y + Alien_Size)) && (alien3_hit==0))
		  begin
				fired <= 0;
				Ball_Y_Pos <= Ball_Y_St;
				Ball_X_Pos <= BallX+17;
				Ball_Y_Motion <= 0;	
				alien3_hit<=1;					
		  end
		  else if (((MissileX + MissileWidth > Alien4X) && (MissileX < Alien4X + Alien_Size)
							&& (MissileY + MissileHeight > Alien4Y) && (MissileY < Alien4Y + Alien_Size)) && (alien4_hit==0))
		  begin
				fired <= 0;
				Ball_Y_Pos <= Ball_Y_St;
				Ball_X_Pos <= BallX+17;
				Ball_Y_Motion <= 0;
				alien4_hit<=1;					
		  end
		  else if (((MissileX + MissileWidth > Alien5X) && (MissileX < Alien5X + Alien_Size)
							&& (MissileY + MissileHeight > Alien5Y) && (MissileY < Alien5Y + Alien_Size)) && (alien5_hit==0))
		  begin
				fired <= 0;
				Ball_Y_Pos <= Ball_Y_St;
				Ball_X_Pos <= BallX+17;
				Ball_Y_Motion <= 0;	
				alien5_hit<=1;				
		  end
		  else if (((MissileX + MissileWidth > Alien6X) && (MissileX < Alien6X + Alien_Size)
							&& (MissileY + MissileHeight > Alien6Y) && (MissileY < Alien6Y + Alien_Size)) && (alien6_hit==0))
		  begin
				fired <= 0;
				Ball_Y_Pos <= Ball_Y_St;
				Ball_X_Pos <= BallX+17;
				Ball_Y_Motion <= 0;
				alien6_hit<=1;					
		  end
		  else if (((MissileX + MissileWidth > Alien7X) && (MissileX < Alien7X + Alien_Size)
							&& (MissileY + MissileHeight > Alien7Y) && (MissileY < Alien7Y + Alien_Size)) && (alien7_hit==0))
		  begin
				fired <= 0;
				Ball_Y_Pos <= Ball_Y_St;
				Ball_X_Pos <= BallX+17;
				Ball_Y_Motion <= 0;
				alien7_hit<=1;					
		  end
		  else if (((MissileX + MissileWidth > Alien8X) && (MissileX < Alien8X + Alien_Size)
				 && (MissileY + MissileHeight > Alien8Y) && (MissileY < Alien8Y + Alien_Size)) && (alien8_hit==0))
		  begin
				fired <= 0;
				Ball_Y_Pos <= Ball_Y_St;
				Ball_X_Pos <= BallX+17;
				Ball_Y_Motion <= 0;
				alien8_hit<=1;					
		  end
		  else if (((MissileX + MissileWidth > Alien9X) && (MissileX < Alien9X + Alien_Size)
				  && (MissileY + MissileHeight > Alien9Y) && (MissileY < Alien9Y + Alien_Size)) && (alien9_hit==0))
		  begin
				fired <= 0;
				Ball_Y_Pos <= Ball_Y_St;
				Ball_X_Pos <= BallX+17;
				Ball_Y_Motion <= 0;
				alien9_hit<=1;					
		  end
		  else if (((MissileX + MissileWidth > Alien10X) && (MissileX < Alien10X + Alien_Size)
				  && (MissileY + MissileHeight > Alien10Y) && (MissileY < Alien10Y + Alien_Size)) && (alien10_hit==0))
		  begin
				fired <= 0;
				Ball_Y_Pos <= Ball_Y_St;
				Ball_X_Pos <= BallX+17;
				Ball_Y_Motion <= 0;	
				alien10_hit<=1;				
		  end
		  else if (((MissileX + MissileWidth > Alien11X) && (MissileX < Alien11X + Alien_Size)
				  && (MissileY + MissileHeight > Alien11Y) && (MissileY < Alien11Y + Alien_Size)) && (alien11_hit==0))
		  begin
				fired <= 0;
				Ball_Y_Pos <= Ball_Y_St;
				Ball_X_Pos <= BallX+17;
				Ball_Y_Motion <= 0;
				alien11_hit<=1;					
		  end
		  else if (((MissileX + MissileWidth > Alien12X) && (MissileX < Alien12X + Alien_Size)
					&& (MissileY + MissileHeight > Alien12Y) && (MissileY < Alien12Y + Alien_Size)) && (alien12_hit==0))
		  begin
				fired <= 0;
				Ball_Y_Pos <= Ball_Y_St;
				Ball_X_Pos <= BallX+17;
				Ball_Y_Motion <= 0;
				alien12_hit<=1;					
		  end
        else 
        begin 
					Ball_Y_Motion <= Ball_Y_Motion;   
					if(keycode == 8'h2c)
					begin
					      Ball_X_Motion <= 0; 
							Ball_Y_Motion <= -4;
							fired <= 1;
					end
					else 
					begin
						if(fired == 0)
						begin
								case (keycode)
								8'h04 : begin
											Ball_X_Motion <= -1; 
											Ball_Y_Motion<= 0;
										end
								8'h50 : begin
											Ball_X_Motion <= -1; 
											Ball_Y_Motion<= 0;
										end    
								8'h07 : begin
											Ball_X_Motion <= 1; 
											Ball_Y_Motion <= 0;
										end  
								8'h4f : begin
											Ball_X_Motion <= 1; 
											Ball_Y_Motion <= 0;
										end  
								default: begin
											Ball_X_Motion <= 0;
										end
								endcase
						end
				 end
				 Ball_Y_Pos <= (Ball_Y_Pos + Ball_Y_Motion);   
				 Ball_X_Pos <= (Ball_X_Pos + Ball_X_Motion);
		end  
    end
    assign MissileX = Ball_X_Pos;
    assign MissileY = Ball_Y_Pos;
    assign MissileS = Ball_Size;
endmodule
==> /design/flow/run.sh <==
#!/bin/bash
# OpenROAD 26Q1-2900-gdf79404cd8, Yosys 0.63+post, stock flow scripts
make -C /OpenROAD-flow-scripts/flow DESIGN_CONFIG=/design/flow/config.mk WORK_HOME=/design/flow/orfs finish
==> /design/flow/config.mk <==
export PLATFORM = sky130hd
export DESIGN_NAME = missile
export DESIGN_NICKNAME = missile
export VERILOG_FILES = /design/flow/design.v
export SDC_FILE = /design/flow/constraint.sdc
export NUM_CORES = 4
export LEC_CHECK = 1
export CORE_UTILIZATION = 40
==> /design/flow/constraint.sdc <==
current_design missile

set clk_period 5.9
set clk_io_pct 0.2

create_clock -name clk0 -period $clk_period [get_ports {frame_clk}]

set non_clock_inputs [all_inputs -no_clocks]
set_input_delay [expr $clk_period * $clk_io_pct] -clock clk0 $non_clock_inputs
set_output_delay [expr $clk_period * $clk_io_pct] -clock clk0 [all_outputs]
==> impl_metrics.ini <==
; generated from flow reports
[drt]
wl_um = 54700
drc_errors = 0
dr.first_iter.drc_count = 785
wl_met1_um = 26300
vias = 15800
route.met3.wl_um = 2950
ant_nets = 0
wire_per_inst_um = 18.7
first_pass_iters = 6
highest_layer = met4
viasPerCell = 5.43
antenna_cells = 0
route.met2.wl_um = 23900

[power]
vdd_drop_max_uv = 253
p_switching_uw = 4200
leakagePower_uw = 0.0101
pwr-share-seq_pct = 6.8
powerDensity_nw_per_um2 = 385
share_comb_of_total_power_pct = 88.9
pwr-share-clk_pct = 4.2
switching_share_pct = 53.8
internal_power_uw = 3610

[global_routing]
track_usage_pct = 26.7
grt_pass1_vias = 15400
grt_remaining_overflow = 0
grt_max_degree = 35
antenna_found_initial = 0
grt_pass1_wl_um = 82400

[final_timing]
relSlewSlack_pct = 46.9
finalSetupViolations = 0
final.period_utilization_pct = 85.6
finalClockSkew_ns = 0.00509
setup_tns_ns = 0
worstMarginPinSlew_ns = 0.787
period_needed_ns = 5.05
finalHoldViolCount = 0
slew_viol_final = 0
rsz0062_at_grt = false
fmax_ghz = 0.198

[synth]
yosysCellCount = 2049
synth.distinct_cells = 71
top_area_cell = ha_1
ys_dominant_reg_cell = dfrtp_1
syn_inst = 2049
area_leaders = ha_1, xnor2_1, inv_1, nand3_1, dfrtp_1
netlist_area_um2 = 16200
ys.flops = 35
ys_seq_share_pct = 5.49
yosys-stat-area_um2 = 16200
async_flop_share_pct = 97.1
edf_count = 1
yosys_warnings = 1
syn_area_per_cell_um2 = 7.92
yosysTopAreaCellShare_pct = 38.5

[floorplan]
die_h_um = 203
die-area_um2 = 41400
fp_util_pct = 40.7
pin_count = 411
die_w_um = 203
core_area_um2 = 39900
rows = 73

[final_layout]
fin_area_um2 = 20300
layout_top_cells = ha_1, inv_1, clkdlybuf4s50_1, xnor2_1, nand3_1
fillerInstances = 3704
top_register = Ball_X_Pos
drive_gt1_share_pct = 3.76
ff_latch_area_um2 = 892
flow.area_growth_from_synthesis_pct = 24.9
largest_reg_flops = 10
reg_top3 = Ball_X_Pos x10, Ball_Y_Pos x9, Ball_X_Motion x2
layout_top_cell = ha_1
layout.area.comb_um2 = 14100

[worst_setup_path]
start_kind = input port
path_class = in2reg
slowest_delay_ns = 0.56
crit_path_max_fanout = 8
slowest_stage = clkdlybuf4s50_1
critPathArrivalTime_ns = 5.05
worstPathBufferInverterCount = 5
worstSetupEndpointType = flip-flop
path_common_cell = buf_4
cpLargestDelayFamily = AND-OR/OR-AND gates
cp_cell_sequence = clkdlybuf4s50_1 > inv_1 > nor3_1 > nand3_1 > xnor2_1 > ha_1 > a2111oi_0 > buf_4 > o31ai_1 > a311oi_1 > o311ai_0 > a311oi_1 > buf_4 > a211o_1 > nor4_4 > buf_4 > a31oi_1
crit_required_ns = 5.90

[clock_network]
post_cts_buffers = 0
cts_resized = 0
clockRootBuffer = clkbuf_16
clock-sinks = 35
cts_buffer_depth = 2
holdBufCountCts = 0
h-tree-depth = 2
clkLatencyLatePin_ns = 0.30
clkTransAtPathRegs_ns = 0.06
cts_tree = yes
numCtsBuffers = 5

[flow_run]
drv_cap = 0
warnings = 181

[placed_design]
place_congestion = 0.967
port_buffers = 279
dpl_cell_area_um2 = 20100
place_hpwl_um = 46000

[run_status]
status = finished, final reports clean

[hold_path]
min_path_type = reg2reg
[layout make-up]
cell class,count,area share (%)
tap,525,3.24
multi-input combinational,1699,69.5
timing repair buffer,341,16.2
clock buffer,6,0.685
inverter,311,5.76
clock inverter,2,0.191
sequential,35,4.40
[Yosys cell counts, types with 4 or more instances]
master / count
nand3_1: 131
o31ai_1: 11
nand2_1: 123
nor2b_1: 24
a41o_1: 4
xor2_1: 16
dfrtp_1: 25
a211oi_1: 30
o21ai_0: 73
mux2i_1: 12
dfstp_2: 9
nor2_1: 48
o2111a_1: 4
nand4_1: 61
a2111oi_0: 11
and3_1: 17
buf_4: 11
or3_1: 4
o21a_1: 21
a22oi_1: 7
o21bai_1: 8
o22ai_1: 4
o211ai_1: 10
a21o_1: 51
a21oi_1: 124
ha_1: 499
a31oi_1: 7
nor4_1: 6
a211o_1: 4
a311oi_1: 7
xnor2_1: 216
a221o_1: 4
and4_1: 11
o2111ai_1: 8
nand2b_1: 13
inv_1: 311
nor3_1: 57
fa_1: 14
[per-stage QoR]
step | hold slack [ns] | utilization, % | setup slack (ns) | std cells | power, uW
5_1_grt | 0.481 | 50.8 | 0.606 | 2919 | 8730
6_report | 0.456 | 50.8 | 0.849 | 2919 | 7810
2_1_floorplan | 0.425 | - | 0.841 | 2058 | 4840
4_1_cts | 0.458 | 50.8 | 0.875 | 2919 | 7790
3_5_place_dp | 0.445 | 50.3 | 0.596 | 2911 | 7420
3_3_place_gp | 0.443 | 50.3 | 0.619 | 2911 | 7250
[path summary, 6_finish.rpt]
kind	start	endpoint	slack, ns	cells past startpoint
worst max-delay path	Alien10Y[5]	Ball_Y_Motion[8]$_SDFFCE_PP0P_	0.85	17
worst min-delay path	alien12_hit$_DFFE_PP0P_	alien12_hit$_DFFE_PP0P_	0.46	1
worst max register to register	Ball_X_Pos[4]$_DFF_PP1_	Ball_X_Pos[6]$_DFF_PP1_	0.94	17
worst min register to register	alien12_hit$_DFFE_PP0P_	alien12_hit$_DFFE_PP0P_	0.46	1
max in group asynchronous	Reset	Ball_Y_Pos[8]$_DFF_PP1_	4.18	3
min in group asynchronous	Reset	Ball_X_Motion[8]$_DFFE_PP0P_	1.37	3
[power groups by stage]
stage	registers, uW	logic, uW	clock network (uW)
4_1_cts	533	6930	335
5_1_grt	551	7830	347
6_report	534	6940	332
[per-layer routing]
| layer | up-vias | global-route usage (%) |
|---|---|---|
| met5 | - | 0 |
| met4 | 0 | 6.90 |
| met3 | 67 | 2.09 |
| met2 | 453 | 42.8 |
| met1 | 7260 | 38.7 |
| li1 | 8058 | - |
[kinds of logic after synthesis]
| group | share of synthesized area [%] |
|---|---|
| compound gates | 17.0 |
| xor+xnor | 12.5 |
| fa+ha+maj | 40.2 |
| buf+inv | 7.89 |
| flops | 5.49 |
| mux | 0.740 |
| other cells | 0.0463 |
| simple gates | 16.1 |
Power figures rest on the tool's default switching activity, not on a simulated workload.
